==> flow/design.v <==
module counter_4bit( input clk, input rst,       
		    output [3:0] q   
	    );
	    reg [3:0] count;
	    always @(posedge clk or posedge rst) begin
		        if (rst)
				        count <= 4'b0000;
		        else
			            count <= count + 1'b1;
		        end
				assign q = count;
endmodule
==> flow/run.sh <==
#!/bin/bash
# OpenROAD 26Q1-2900-gdf79404cd8, Yosys 0.63+post, stock flow scripts
make -C /OpenROAD-flow-scripts/flow DESIGN_CONFIG=/design/flow/config.mk WORK_HOME=/design/flow/orfs finish
==> flow/config.mk <==
export PLATFORM = sky130hd
export DESIGN_NAME = counter_4bit
export DESIGN_NICKNAME = counter_4bit
export VERILOG_FILES = /design/flow/design.v
export SDC_FILE = /design/flow/constraint.sdc
export NUM_CORES = 4
export LEC_CHECK = 1
export CORE_AREA = 10 10 70 70
export DIE_AREA = 0 0 80 80
==> flow/constraint.sdc <==
current_design counter_4bit

set clk_period 1.0
set clk_io_pct 0.2

create_clock -name clk0 -period $clk_period [get_ports {clk}]

set non_clock_inputs [all_inputs -no_clocks]
set_input_delay [expr $clk_period * $clk_io_pct] -clock clk0 $non_clock_inputs
set_output_delay [expr $clk_period * $clk_io_pct] -clock clk0 [all_outputs]
==> out/metrics.yaml <==
critical_path:
  worstSetupPathType: "reg2reg"
  critPathArrivalTime_ps: 1070
  critPathRequiredTime_ps: 1120
  path_max_fanout: 3
  worstRegToRegCells: 3
  crit_slowest_cell: "dfrtp_1"
  start_kind: "flop"
  slowest_delay_ps: 380
  cp-end-kind: "flop"
  crit_chain: "buf_4 > ha_2 > xor2_1"
clock_network:
  clock_sinks: 4
  htreeDepth: 1
  clkSlewWorstSetupHoldPaths_ps: 40
  cts_buffers: 3
  cts-root-buf: "clkbuf_4"
  hold_buffers: 0
  cts_tree: "done"
  clk_path_buf_depth: 2
  clock.latency.late_pin_ps: 230
synthesis:
  mux_area_share_pct: 0
  synthAoiAreaFrac_pct: 0
  yosysCellCount: 10
  ys_top_logic_family: "XOR/XNOR gates"
  netlist_instances: 10
  ys_seq_share_pct: 70.18
  ys_sh_xor_pct: 12.28
  adder_share_pct: 8.772
  ys_warn_count: 1
  syn_area_per_cell_um2: 14.26
  synthDistinctLibCells: 6
  ys_area_um2: 142.6
  syn_area_um2: 142.6
  yosys.area_share.simple_pct: 3.509
  numSynthFlops: 4
layout:
  final_area_um2: 300.3
  fin_cells: 70
  area_delta_synth_final_pct: 110.5
  largest_register_ffs: 4
  largest_registers: "count: 4 flops"
  regMostFlops: "count"
  drive_gt1_share_pct: 58.33
  n_fill_cell: 403
  finish.utilization_pct: 8.791
floorplan:
  fp-row-count: 21
  core_util_floorplan_pct: 4.176
  die_x_um: 80
  die_h_um: 80
  dieArea_um2: 6400
  io_pins: 6
  coreArea_um2: 3416
placed_design:
  place_congestion: 0.6570
  placed_area_um2: 272.8
  placedCellCount: 64
  port_buffers: 5
  dp_slack_ps: -94.92
routing:
  vias_per_cell: 1.743
  totalWireLength_um: 433
  num_vias: 122
  insertedDiodeCount: 0
  initialDrtViolationCount: 5
  antenna_left: 0
  drc_errors: 0
  drt_first_pass_iters: 2
  wl_per_cell_um: 6.186
timing:
  fmaxAchievable_mhz: 1054
  worst_pin_slew_ps: 144.1
  finalClockPeriodUsage_pct: 94.86
  worst_slack_ps: 51.45
  hold_viol: 0
  fin_skew_ps: 2.134
  min_period_ps: 948.6
  drv_slew: 0
  rsz0062_at_grt: "no"
  setup_violations: 0
  max-slew-margin-rel_pct: 90.38
pwr:
  total_power_uw: 367.9
  p_leak_nw: 0.1526
  pwr_density_cell_nw_per_um2: 1225
  irDropWorstVdd_mv: 0.1647
outcome:
  outcome: "completed"
global_route:
  grt-busiest-layer: "met3"
  track_usage_pct: 1.578
  grt_first_pass_wirelength_um: 690
  antenna_found_initial: 0
  overflow: 0
  grt_max_degree: 5
  grt_util_met1_pct: 1.337
  grtUsageMet3_pct: 2.955
  gr-usage-met2_pct: 1.445
  first_global_vias: 151
job:
  tool_warnings: 26
  maxCapViolCount: 0
worst_hold_path:
  worstHoldPathType: "in2async"
per-stage QoR:
stage	TNS [ps]	hold slack, ps
2_1_floorplan	0	-33.92
3_3_place_gp	-122.5	394.6
3_5_place_dp	-113.3	390.8
4_1_cts	-32.70	144.5
5_1_grt	0	165.9
6_report	0	151.4
placed cells by master, fill, tap and decap left out, drive strengths merged:
cell type      count
buf                7
clkbuf             6
dfrtp              4
inv                2
nand3              1
xnor2              1
xor2               1
ha                 1
clkdlybuf4s50      1
cells in the mapped netlist:
cell / count / area [µm²]
nand3_1: 1 / 5.000
xnor2_1: 1 / 8.760
inv_1: 2 / 7.510
ha_1: 1 / 12.51
xor2_1: 1 / 8.760
dfrtp_1: 4 / 100.1
area by class of cell:
| class | count | area (µm²) | share of cell area, % |
|---|---|---|---|
| Multi-Input combinational cell | 4 | 37.54 | 12.50 |
| Tap cell | 46 | 57.56 | 19.17 |
| Inverter | 2 | 7.507 | 2.500 |
| Clock buffer | 3 | 22.52 | 7.500 |
| Sequential cell | 4 | 100.1 | 33.33 |
| Timing Repair Buffer | 11 | 75.07 | 25.00 |
what timing repair did:
item                                    4_1_cts  5_1_grt
endpoints found under the setup margin        4        4
hold endpoints to repair                      0        0
gates resized                                10        4
setup buffers                                 3        0
report_power, final:
part | total (mW) | internal, mW | switching, mW
registers | 0.163 | 0.163 | 0
clock network | 0.198 | 0.134 | 0.0641
logic | 0.00691 | 0.00366 | 0.00324
total | 0.368 | 0.301 | 0.0673
per-layer routing:
layer	part of all wire (%)	vias to the layer above	wire length [µm]
li1	-	59	-
met4	0	0	0
met2	29	6	125
met5	0	-	0
met3	28	0	120
met1	43	57	187
cells by family after synthesis:
logic type,Yosys count
flops,4
xor+xnor,2
buf+inv,2
fa+ha+maj,1
simple gates,1
final timing paths:
check | startpoint | endpoint | slack [ps]
max | count[0] | count[2] | 50
max in group asynchronous | rst | count[0] | 700
min reg2reg | count[0] | count[0] | 550
min in group clk0 | count[0] | count[0] | 550
min | rst | count[3] | 150
max reg2reg | count[0] | count[2] | 50
critical path, delay by kind of cell (launching register included):
family / cells / cell delay (ps)
buffers and inverters: 1 / 150
XOR/XNOR: 1 / 130
adder cells (fa/ha/maj): 1 / 180
flip-flops: 1 / 380
Power figures rest on the tool's default switching activity, not on a simulated workload.
